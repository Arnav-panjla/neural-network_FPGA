==> flow/design.v <==
module ReLU  #(parameter dataWidth=16,weightIntWidth=4) (
    input           clk,
    input   [2*dataWidth-1:0]   num,
    output  reg [dataWidth-1:0]  out
);
always @(posedge clk)
begin
    if($signed(num) >= 0)
    begin
        if(|num[2*dataWidth-1-:weightIntWidth+1])  
            out <= {1'b0,{(dataWidth-1){1'b1}}};
        else
            out <= num[2*dataWidth-1-weightIntWidth-:dataWidth];
    end
    else 
        out <= 0;      
end
endmodule
==> flow/run.sh <==
#!/bin/bash
# OpenROAD 26Q1-2900-gdf79404cd8, Yosys 0.63+post, stock flow scripts
make -C /OpenROAD-flow-scripts/flow DESIGN_CONFIG=/design/flow/config.mk WORK_HOME=/design/flow/orfs finish
==> flow/config.mk <==
export PLATFORM = sky130hd
export DESIGN_NAME = ReLU
export DESIGN_NICKNAME = ReLU
export VERILOG_FILES = /design/flow/design.v
export SDC_FILE = /design/flow/constraint.sdc
export NUM_CORES = 4
export LEC_CHECK = 1
export CORE_AREA = 10 10 80 80
export DIE_AREA = 0 0 90 90
==> flow/constraint.sdc <==
current_design ReLU

set clk_period 2.9
set clk_io_pct 0.2

create_clock -name clk0 -period $clk_period [get_ports {clk}]

set non_clock_inputs [all_inputs -no_clocks]
set_input_delay [expr $clk_period * $clk_io_pct] -clock clk0 $non_clock_inputs
set_output_delay [expr $clk_period * $clk_io_pct] -clock clk0 [all_outputs]
==> flow_summary_export.csv <==
group,metric,value,unit
outcome,status,"finished clean",
global_route,met2_usage,6.60,%
timing,setup_viol,0,
clocking,cts.reportedPaths.clkPinSlew,0.07,ns
synthesis,avgSynthCellArea,9.83,sq um
min_path,min_from,"num[24]",
timing,min_period,1.74,ns
place,place_hpwl,1270,microns
route,vias,453,
clocking,cts_tree,"built",
floorplanning,chip_area,8100,sq um
global_route,grt_pass1_wl,2620,microns
timing,slew_headroom,57.3,%
clocking,htreeDepth,1,
worst_setup_path,crit_type,"input port to flop",
synthesis,ys_sh_simple,4.33,%
global_route,met1_usage,4.14,%
floorplanning,ios,49,
route,wire_per_inst,10.1,microns
clocking,cts_setup_buffers,0,
synthesis,synthAoiAreaFrac,15.3,%
synthesis,synth_cells,50,
clocking,cts.repair.resized,0,
route,ant_nets,0,
timing,post-route-period-util,59.9,%
synthesis,synth_flop_count,16,
clocking,clock_path_buffers,2,
synthesis,fa_ha_area_share,0,%
worst_setup_path,end_kind,"flop",
floorplanning,initial_core_util,10.4,%
route,via_per_inst,2.90,
power_and_ir_drop,power_density,513,nW/um^2
route,drt_iter0_markers,11,
worst_setup_path,required,3.01,ns
timing,rsz0062_at_grt,"false",
synthesis,ys_top_cells_by_area,"dfxtp_1 (65%), a21oi_1 (15%), inv_1 (11%)",
synthesis,ys_cells,50,
timing,tightestPinTransition,0.638,ns
worst_setup_path,path_max_fanout,9,
clocking,cts_buffers,3,
global_route,grt_max_degree,16,
worst_setup_path,arrival,1.85,ns
finish,final_layout_size_suffix_gt1_share,6.74,%
timing,maxSlewViolCount,0,
worst_setup_path,critPathLaunchType,"input port",
min_path,hold_path.class,"input port to flop",
timing,setup_tns,0,ns
clocking,root_buffer,"clkbuf_8",
finish,lay_top_cells,"clkdlybuf4s50_1 (36), dfxtp_1 (16), inv_1 (15), a21oi_1 (15), clkbuf_8 (4)",
floorplanning,chipHeight,90,microns
synthesis,yosys-stat-area,492,sq um
synthesis,postSynthSeqShare,65.1,%
global_route,grt_antenna_before_repair,0,
route,drt-total-wl,1580,microns
timing,fmax,576,MHz
global_route,grt-ovfl-total,0,
min_path,hold_path_depth,3,
finish,largest_register_ffs,16,
synthesis,synthTopLogicFamily,"AND-OR/OR-AND gates",
place,place_congestion,0.631,
synthesis,yosysTopAreaCell,"dfxtp_1",
run,max-cap-violations,0,
power_and_ir_drop,p_total,0.504,mW
clocking,clock-sinks,16,
global_route,grt-busiest-layer,"met2",
power_and_ir_drop,ir_drop,0.215,mV
synthesis,synthXorXnorAreaFrac,0,%
finish,synthToLayoutAreaGrowth,100,%
floorplanning,row_count,25,
synthesis,top_cell_area_share,65.1,%
global_route,track_usage,4.04,%
floorplanning,core_area,4720,sq um
route,post-route-drc-count,0,
synthesis,syn_area,492,sq um
clocking,cts_hold_buf,0,
finish,lay_top_count,"clkdlybuf4s50_1",
synthesis,ys_types,7,
finish,reg_top3,"out (16)",
route,drt_first_pass_iters,3,
power_and_ir_drop,p_leak,0.420,nW
finish,fill_cells,511,
synthesis,synthMuxAreaShare,0,%
route,n_antenna_cell,0,
global_route,grt_util_met3,3.44,%
timing,hold_violations,0,
finish,fin_util,20.8,%
run,tool_warnings,37,
floorplanning,fp.dieW,90,microns
finish,largest-register,"out",
synthesis,yosys_warnings,1,
global_route,grt_pass1_vias,496,
place,port_buffers,36,
min_path,hold_end,"out[12]",
-- report_power, final --
part / switching [mW] / internal [mW] / total, mW
clock network: 0.0817 / 0.120 / 0.202
registers: 0.00292 / 0.233 / 0.236
logic: 0.0170 / 0.0494 / 0.0665
total: 0.102 / 0.403 / 0.504
-- logic make-up (layout without fill, tap and decap cells) --
family	count (synthesis)	in the layout
other cells	1	1
simple gates	1	1
flops	16	16
compound gates	15	15
buf+inv	17	56
-- through the flow --
| stage | std cells | worst slack, ns | hold slack (ns) | instance area [sq um] |
|---|---|---|---|---|
| after global routing | 156 | 0.977 | 0.877 | 983 |
| after detailed placement | 152 | 0.855 | 1.13 | 928 |
| after global placement | 152 | 0.865 | 1.12 | 928 |
| after floorplan | 50 | 1.59 | 0.649 | 492 |
| final | 156 | 1.16 | 0.864 | 983 |
| after CTS | 156 | 1.13 | 0.856 | 983 |
-- layout make-up --
cell class,count,area (sq um),area share [%]
Clock buffer,4,55.1,5.60
Multi-Input combinational cell,17,100,10.2
Timing Repair Buffer,37,368,37.4
Tap cell,67,83.8,8.52
Inverter,15,56.3,5.73
Sequential cell,16,320,32.6
-- cell usage after synthesis --
| cell type | count |
|---|---|
| buf_6 | 1 |
| clkbuf_1 | 1 |
| nor4_4 | 1 |
| conb_1 | 1 |
| inv_1 | 15 |
| a21oi_1 | 15 |
| dfxtp_1 | 16 |
-- per-layer routing --
metal	share of wire, %	wire length (microns)
met5	0	0
met4	0	0
met3	16	251
met2	46	727
met1	38	599
-- worst max path at each step --
stage / slack, ns / endpoint / startpoint
6_report: 1.16 / out[0] / num[28]
5_1_grt: 0.98 / out[6] / num[28]
4_1_cts: 1.13 / out[12] / num[28]
-- worst max-delay path: stages --
cell             delay, ns
clkdlybuf4s50_1       0.44
nor4_4                0.49
buf_4                 0.26
a21oi_1               0.08
Power is estimated from default activity; no workload was simulated.
