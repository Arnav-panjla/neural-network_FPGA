`design/flow/run.sh`:
```
#!/bin/bash
# OpenROAD 26Q1-2900-gdf79404cd8, Yosys 0.63+post, stock flow scripts
make -C /OpenROAD-flow-scripts/flow DESIGN_CONFIG=/design/flow/config.mk WORK_HOME=/design/flow/orfs finish
```
`design/flow/config.mk`:
```
export PLATFORM = sky130hd
export DESIGN_NAME = maxFinder
export DESIGN_NICKNAME = maxFinder
export VERILOG_FILES = /design/flow/design.v
export SDC_FILE = /design/flow/constraint.sdc
export NUM_CORES = 4
export LEC_CHECK = 1
export CORE_UTILIZATION = 40
```
`design/flow/constraint.sdc`:
```
current_design maxFinder

set clk_period 37.5
set clk_io_pct 0.2

create_clock -name clk0 -period $clk_period [get_ports {clk}]

set non_clock_inputs [all_inputs -no_clocks]
set_input_delay [expr $clk_period * $clk_io_pct] -clock clk0 $non_clock_inputs
set_output_delay [expr $clk_period * $clk_io_pct] -clock clk0 [all_outputs]
```
`design/flow/design.v`:
```
module maxFinder #(
    parameter numInput = 10,           
    parameter inputWidth = 16            
)(
    input                          clk,
    input                          rst,
    input  [numInput*inputWidth-1:0] din,
    input                          din_vld,
    output reg [31:0]              max_idx,
    output reg                     max_idx_vld
);
    reg [inputWidth-1:0] max_val;
    reg [31:0] max_index;
    integer i;
    always @(*) begin
        max_val = din[inputWidth-1:0];
        max_index = 0;
        for (i = 1; i < numInput; i = i + 1) begin
            if ($signed(din[(i+1)*inputWidth-1:i*inputWidth]) > $signed(max_val)) begin
                max_val = din[(i+1)*inputWidth-1:i*inputWidth];
                max_index = i;
            end
        end
    end
    always @(posedge clk) begin
        if (rst) begin
            max_idx <= 0;
            max_idx_vld <= 1'b0;
        end
        else begin
            max_idx_vld <= din_vld; 
            if (din_vld) begin
                max_idx <= max_index; 
            end
        end
    end
endmodule
```
==> insert_results.sql <==
-- load yosys + openroad results
INSERT INTO impl_metrics (metric_group, metric, value, unit) VALUES
('global_routing', 'grt_max_degree', '33', ''),
('final_timing', 'setup_violations', '0', ''),
('clock_tree', 'post-cts-setup-buffer-count', '0', ''),
('final_timing', 'period_used_share', '81.7', '%'),
('final_timing', 'tightest_slew', '706', 'ps'),
('final_timing', 'setup-tns-final', '0', 'ps'),
('clock_tree', 'max_buffers_root_to_sink', '2', ''),
('final_timing', 'final.setup.worst_slack', '6870', 'ps'),
('yosys', 'yosysTopAreaCell', 'sky130_fd_sc_hd__ha_1', ''),
('placed_design', 'place.detailed.hpwl', '17400', 'µm'),
('drt', 'dr.pass1.iters', '4', ''),
('final_timing', 'timing.slew.headroom', '52.4', '%'),
('yosys', 'synthesis.instances', '892', ''),
('floorplanning', 'core_area', '15400', 'µm²'),
('drt', 'detail_route.vias_per_cell', '5.27', ''),
('floorplanning', 'die-width', '129', 'µm'),
('worst_hold_path', 'hold_class', 'flop to flop', ''),
('global_routing', 'vias_in_the_first_global_route', '6196', ''),
('layout', 'area_growth', '28.8', '%'),
('global_routing', 'initial_antenna_violation_count', '0', ''),
('run_status', 'status', 'finished clean', ''),
('pwr', 'internal_power', '252', 'µW'),
('run', 'log.warning_count', '25', ''),
('yosys', 'post_synth_edffs', '0', ''),
('yosys', 'synth.cells.most_frequent', '132 x sky130_fd_sc_hd__ha_1, 120 x sky130_fd_sc_hd__inv_1, 56 x sky130_fd_sc_hd__a21oi_1, 55 x sky130_fd_sc_hd__nor2_1, 51 x sky130_fd_sc_hd__nand2_1', ''),
('clock_tree', 'cts_hold_buf', '0', ''),
('clock_tree', 'numCtsBuffers', '3', ''),
('yosys', 'synth-seq-area-share', '1.56', '%'),
('yosys', 'main_area_contributors', 'sky130_fd_sc_hd__ha_1 26%, sky130_fd_sc_hd__mux2i_1 7.6%, sky130_fd_sc_hd__inv_1 7.0%', ''),
('worst_setup_path', 'timing_worst_setup_path_type', 'input pin to flop', ''),
('worst_setup_path', 'slowest_stage', 'sky130_fd_sc_hd__nor4_1', ''),
('clock_tree', 'clock_sinks', '5', ''),
('pwr', 'worst_ir_drop_vdd', '77.4', 'µV'),
('drt', 'n_antenna_cell', '0', ''),
('worst_setup_path', 'cpPeakStageDelay', '620', 'ps'),
('worst_setup_path', 'timing.critical_path.to_type', 'flop', ''),
('pwr', 'comb_power_share', '95.3', '%'),
('worst_setup_path', 'r2r_setup_slack', '36660', 'ps'),
('pwr', 'pwr-share-clk', '3.2', '%'),
('clock_tree', 'clock_insertion_delay_worst_skew', '230', 'ps'),
('yosys', 'yosys_cells', '892', ''),
('pwr', 'net-switching-power', '294', 'µW'),
('pwr', 'power_density', '66.1', 'nW/µm²'),
('yosys', 'synthesized_area_divided_by_synthesized_cell_count', '7.20', 'µm²'),
('yosys', 'yosys.area.top_type_share', '25.7', '%'),
('yosys', 'synth-area-yosys', '6420', 'µm²'),
('floorplanning', 'design.portCount', '196', ''),
('floorplanning', 'die-area', '16600', 'µm²'),
('pwr', 'power.sequential.fraction', '1.5', '%'),
('yosys', 'most_common_cell', 'sky130_fd_sc_hd__ha_1', ''),
('floorplanning', 'floorplan.core_util', '41.6', '%'),
('yosys', 'synth-seq-cells', '5', ''),
('drt', 'drt_first_iter_violations', '428', ''),
('clock_tree', 'cts-htree-levels', '1', ''),
('pwr', 'cellLeakagePower', '3.99', 'nW'),
('global_routing', 'globalRouteOverflowTotal', '0', ''),
('clock_tree', 'clk_pin_slew_worst_paths', '30', 'ps'),
('drt', 'drtAntennaViolNets', '0', ''),
('yosys', 'share_of_async_settable_or_async_resettable_flops_after_synthesis', '0', '%'),
('drt', 'drt-wirelength-per-cell', '15.7', 'µm'),
('yosys', 'synth-warning-count', '1', ''),
('global_routing', 'grt_util_all_layers', '24.8', '%'),
('run', 'max_cap_viol_count', '0', ''),
('final_timing', 'finalHoldViolCount', '0', ''),
('global_routing', 'global_route_wire_length_before_repair', '32200', 'µm'),
('placed_design', 'place_congestion', '0.958', ''),
('placed_design', 'port_buffers', '167', ''),
('drt', 'route.final.wire_length', '19700', 'µm'),
('final_timing', 'max_freq', '32.7', 'MHz'),
('final_timing', 'grt_setup_unrepaired', 'no', ''),
('worst_setup_path', 'crit_path_max_fanout', '32', '');
## sequential cells by signal (all words and copies together), names as in the netlist
| name | count |
|---|---|
| max_idx | 4 |
| max_idx_vld | 1 |
## cells in the final DEF, fill, tap and decap left out, drive strengths merged, types with 3 or more instances in the layout
| cell type | instances |
|---|---|
| or4 | 3 |
| a21oi | 57 |
| a211o | 5 |
| inv | 120 |
| nand2b | 32 |
| conb | 28 |
| nand4 | 25 |
| o21a | 8 |
| mux2 | 31 |
| a21o | 20 |
| nand2 | 52 |
| nor3 | 8 |
| o311a | 5 |
| a31oi | 6 |
| a31o | 5 |
| a41oi | 4 |
| clkdlybuf4s50 | 167 |
| nor2b | 21 |
| ha | 132 |
| a211oi | 5 |
| and3 | 21 |
| dfxtp | 5 |
| clkbuf | 4 |
| and4 | 3 |
| o221ai | 3 |
| nand3 | 16 |
| and2 | 10 |
| nor2 | 55 |
| o21ai | 48 |
| o31ai | 4 |
| mux2i | 50 |
| a22oi | 16 |
| nor4 | 6 |
| or3 | 4 |
| nand4b | 15 |
| buf | 9 |
| a2111oi | 4 |
| xnor2 | 7 |
## final cells by class
class	count	area, µm²
Timing Repair Buffer	176	1740
Inverter	120	450
Clock buffer	4	78.8
Sequential cell	5	100
Multi-Input combinational cell	738	5630
Tap cell	211	264
Fill cell	1533	7160
## layer usage
layer | track usage [%] | wire, µm | vias up
met2 | 36.0 | 7910 | 186
li1 | - | - | 3478
met1 | 40.3 | 10500 | 2946
met4 | 0.623 | 34 | 0
met5 | 0 | 0 | -
met3 | 3.52 | 1240 | 4
## cell families (layout without fill, tap and decap cells)
group                      after synthesis  in the layout  synth area share [%]
and+or+nand+nor                        277            277                  23.6
AOI/OAI and AO/OA                      209            209                  21.9
buffers and inverters                  176            300                  12.3
adders and majority gates              134            134                  26.0
muxes                                   81             81                  13.4
xor gates and xnor gates                 9              9                  1.23
DFF                                      5              5                  1.56
other                                    1             28                0.0584
## power by group through the flow
| stage | Clock [mW] | Sequential (mW) | Combinational [mW] |
|---|---|---|---|
| 5_1_grt | 0.0183 | 0.00845 | 0.591 |
| 4_1_cts | 0.0177 | 0.00811 | 0.517 |
| 6_report | 0.0175 | 0.00808 | 0.520 |
## stage by stage
stage	util (%)	total power, mW	cells	instance area, µm²
5_1_grt	53.6	0.618	1254	8260
3_3_place_gp	53.1	0.523	1250	8190
4_1_cts	53.6	0.543	1254	8260
2_1_floorplan	-	0.405	919	6520
6_report	53.6	0.546	1254	8260
3_5_place_dp	53.1	0.521	1250	8190
## path summary, 6_finish.rpt
path	start	end	cells after the start
max	din[9]	max_idx[1]$_SDFFE_PP0P_	122
min reg2reg	max_idx[3]$_SDFFE_PP0P_	max_idx[3]$_SDFFE_PP0P_	2
min	max_idx[3]$_SDFFE_PP0P_	max_idx[3]$_SDFFE_PP0P_	2
max reg2reg	max_idx[1]$_SDFFE_PP0P_	max_idx[1]$_SDFFE_PP0P_	3
## worst max-delay path, delay by kind of cell
kind / cells / cell delay, ps
AND-OR/OR-AND: 54 / 10170
buffers and inverters: 14 / 2740
multiplexers: 6 / 1780
AND/OR/NAND/NOR: 39 / 6010
adder cells (fa/ha/maj): 9 / 2430
Power and IR drop assume default switching activity.
